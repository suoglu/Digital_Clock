[flow/design.v]
module alarmHex(clk, rst, en_in, time_in, time_set_in, set_time, ring, end_ring);
  input clk, rst, set_time, end_ring, en_in;
  output reg ring;
  input [10:0] time_set_in, time_in;
  reg [10:0] time_alarm;
  reg en;
  always@(posedge clk or posedge rst)
    begin
      if(rst)
        begin
          time_alarm <= 11'd0;
        end
      else
        begin
          time_alarm <= (set_time) ? time_set_in : time_alarm;
        end
    end
  always@(posedge clk or posedge rst)
    begin
      if(rst)
        begin
          ring <= 1'b0;
        end
      else
        begin
          if(en)
            begin
              ring <= (ring) ? (~end_ring) : (time_alarm == time_in);
            end
        end
    end
  always@(posedge clk)
    begin
      if(time_alarm == time_in)
        begin
          en <= (end_ring) ? 1'b0 : en;
        end
      else
        begin
          en <= en_in;
        end
    end
endmodule 
module alarmDec(clk, rst, en_in, time_in, time_set_in, set_time, ring, end_ring);
  input clk, rst, set_time, end_ring, en_in;
  output reg ring;
  input [12:0] time_set_in, time_in;
  reg [12:0] time_alarm;
  reg en;
  always@(posedge clk or posedge rst)
    begin
      if(rst)
        begin
          time_alarm <= 13'd0;
        end
      else
        begin
          time_alarm <= (set_time) ? time_set_in : time_alarm;
        end
    end
  always@(posedge clk or posedge rst)
    begin
      if(rst)
        begin
          ring <= 1'b0;
        end
      else
        begin
          if(en)
            begin
              ring <= (ring) ? (~end_ring) : (time_alarm == time_in);
            end
        end
    end
  always@(posedge clk)
    begin
      if(time_alarm == time_in)
        begin
          en <= (end_ring) ? 1'b0 : en;
        end
      else
        begin
          en <= en_in;
        end
    end
endmodule 
[flow/run.sh]
#!/bin/bash
# OpenROAD 26Q1-2900-gdf79404cd8, Yosys 0.63+post, stock flow scripts
make -C /OpenROAD-flow-scripts/flow DESIGN_CONFIG=/design/flow/config.mk WORK_HOME=/design/flow/orfs finish
[flow/config.mk]
export PLATFORM = sky130hd
export DESIGN_NAME = alarmDec
export DESIGN_NICKNAME = alarmDec
export VERILOG_FILES = /design/flow/design.v
export SDC_FILE = /design/flow/constraint.sdc
export NUM_CORES = 4
export LEC_CHECK = 1
export CORE_AREA = 10 10 86 86
export DIE_AREA = 0 0 96 96
[flow/constraint.sdc]
current_design alarmDec

set clk_period 3.1
set clk_io_pct 0.2

create_clock -name clk0 -period $clk_period [get_ports {clk}]

set non_clock_inputs [all_inputs -no_clocks]
set_input_delay [expr $clk_period * $clk_io_pct] -clock clk0 $non_clock_inputs
set_output_delay [expr $clk_period * $clk_io_pct] -clock clk0 [all_outputs]
==> impl_metrics.ini <==
; physical design summary
[run_status]
run_status = finished, final reports clean

[pwr]
p_per_area_nw_per_um2 = 405.2
p_int_w = 0.0003644
seq_power_share_pct = 48.6
power_frac_comb_pct = 18.6
p_sw_w = 0.0001031
switching_share_pct = 22.05
peakVddDrop_mv = 0.08963
power_frac_clock_pct = 32.8
leakage_nw = 0.4518

[sta]
setup_violations = 0
relSlewSlack_pct = 57.44
hold_viol = 0
max_clock_freq_mhz = 501.6
final-max-slew-violation-count = 0
fin_crit_sh_pct = 64.31
fin_ws_ps = 1106
rsz0062_at_grt = false
skew_ps = 1.273
layout_min_cycle_time_ps = 1994
worst-slew-pin-transition_ps = 636.3
fin_setup_tns_ps = 0

[yosys]
ys_seq_share_pct = 53.43
synth_area_um2 = 711.9
synth_flops = 15
synth_cells = 53
syn_area_per_cell_um2 = 13.43
ys_warn_count = 1
synth-edff-count = 1
synthArstFlopShare_pct = 93.33
flop_cell = dfrtp_1
ys_chip_area_um2 = 711.9
top_cell_area_share_pct = 49.21
yosysTopAreaCell = dfrtp_1
yosysMostFrequentCell = dfrtp_1
synthDistinctLibCells = 15
yosysCellCount = 53
topCellsByArea = dfrtp_1 (49%), mux2_2 (21%), xor2_1 (16%)
netlist_top_cells_count = dfrtp_1 (14), mux2_2 (13), xor2_1 (13)

[die]
ios = 32
core_region_area_um2 = 5540
die_area_um2 = 9216
die_y_um = 96
rows = 27
die_x_um = 96
fp_util_pct = 12.85

[cts]
clk_latency_ps = 240
cts_tree = yes
clk_pin_slew_ps = 60
hold_buffers = 0
htreeDepth = 1
cts_root_buffer = clkbuf_8
postCtsSetupRepairBufs = 0
ctsResizeCount = 0
cts_buffers = 3
cts_buffer_depth = 2
cts_sinks = 15

[grt]
grt_overflow = 0
grt_util_all_layers_pct = 4.263
antenna_found_initial = 0
grt_first_pass_wirelength_um = 3036
grt_pass1_vias = 598
grt_max_degree = 15

[worst_setup_path]
timing.rr.end = en
critPathBufInv = 1
cp_max_fo = 3
endpoint_kind = register
crit_family = simple AND/OR/NAND/NOR gates
crit_path_start_kind = input port
worst-setup-path-type = in -> reg
reg2reg_slack_ps = 1530
reg2regPathDepth = 4
critical_path.slowest_cell = clkdlybuf4s50_1
max_stage_delay_ps = 430
r2r-start = time_alarm[7]
cp_cell_sequence = clkdlybuf4s50_1 -> xor2_1 -> nor4_1 -> nand4_1 -> or2_1
arrival_ps = 2000
worstPathRequired_ps = 3110

[routing]
drc_errors = 0
routed_wl_um = 1884
detail-route-antenna-nets = 0
antennaDiodeCount = 0
drt_iter0_markers = 8
first_pass_iters = 2
vias = 513
viasPerCell = 3.226
wl_per_cell_um = 11.85

[layout]
fillers = 610
final_util_pct = 20.82
fin_cells = 159
areaGrowthSynthToFinish_pct = 62.04
drive_gt1_share_pct = 21.84
flop_area_um2 = 380.4
comb_area_um2 = 322.8

[placement]
gp_congestion = 0.7088
pre_cts_ws_ps = 774.5
dp_cells = 155
portBuffers = 31
dp_hpwl_um = 1708

[hold_path]
min_to = time_alarm[6]
hp-class = reg -> reg
hold_depth = 1
hp-start = time_alarm[6]

[flow_run]
log.warning_count = 25
cap_violations = 0
power by group through the flow:
| stage | sequential, W | combinational (W) | clock (W) |
|---|---|---|---|
| final | 0.000227 | 0.0000872 | 0.000153 |
| after global routing | 0.000230 | 0.0000962 | 0.000168 |
| after CTS | 0.000227 | 0.0000899 | 0.000161 |
metal layers:
layer | vias to the layer above | share of wire (%) | track usage (%) | wire length, um
met5 | - | 0 | 0 | 0
met4 | 0 | 0.42 | 0.6143 | 8
met3 | 2 | 5.7 | 1.572 | 108
met2 | 12 | 53 | 7.119 | 997
met1 | 247 | 41 | 5.261 | 769
li1 | 252 | - | - | -
state kept, by name (all words and copies together) (netlist names):
name / cells
time_alarm: 13
en: 1
ring: 1
worst max-delay path by stage:
stage / slack [ps] / endpoint / from / cells past startpoint
5_1_grt: 950 / en / time_in[10] / 5
4_1_cts: 1040 / en / time_in[10] / 5
6_report: 1110 / en / time_in[10] / 5
layout make-up:
type                       count  area share, %
clock inverter                 1         0.4338
clock buffer                   3          3.579
inverter                       1         0.3254
multi-input combinational     36          27.98
tap                           72          7.809
sequential                    15          32.97
timing repair buffer          31          26.90
metrics by stage:
stage,hold WS [ps],power (W),instance area [um2]
after floorplan,492.2,0.0002694,711.9
after global placement,511.5,0.0003179,1107
after detailed placement,519.4,0.0003207,1107
after CTS,532.9,0.0004784,1154
after global routing,549.2,0.0004939,1154
final,531.0,0.0004675,1154
cell families (layout without fill, tap and decap cells):
group           count (synthesis)  in the layout  synth area share [%]
compound gates                  2              2                 2.108
xor+xnor                       13             13                 15.99
buf+inv                         2             36                 1.229
flops                          15             15                 53.43
simple gates                    8              8                 6.679
mux                            13             13                 20.56
cells in the final DEF (no fill, tap or decap):
master / instances
nor3_1: 1
xor2_1: 13
nor2_1: 1
dfrtp_1: 14
nand4_1: 1
mux2_2: 13
o21ai_0: 1
or2_1: 1
nand2b_1: 1
nor4_1: 2
a21bo_2: 1
clkinv_2: 1
edfxtp_1: 1
clkdlybuf4s50_1: 31
and2_2: 1
inv_1: 1
clkbuf_8: 3
Power is estimated from default activity; no workload was simulated.
